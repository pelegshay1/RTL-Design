[flow/design.v]
`timescale 1ns / 1ps
module Buffer_Checker (
    input  logic         clk,
    input  logic         reset,
    input  logic [7:0]   rx_byte,
    input  logic         rx_done,
    output logic [127:0] valid_msg,
    output logic         msg_ready,
    output logic         shift_buff    
);
    typedef enum logic {
        IDLE_WAIT_FOR_START,  
        COLLECTING_BYTES      
    } state_t;
    state_t current_state;
    logic [3:0]   byte_index;    
    logic [127:0] temp_buffer;   
    logic byte_is_valid;
    always_comb begin
        byte_is_valid = 1'b0;  
        case (byte_index)
            4'd1:  byte_is_valid = (rx_byte == 8'h52);  
            4'd2:  byte_is_valid = (rx_byte >= 8'h30 && rx_byte <= 8'h32);  
            4'd3:  begin
                if (temp_buffer[23:16] == 8'h32) begin   
                    byte_is_valid = (rx_byte >= 8'h30 && rx_byte <= 8'h35);   
                end else begin
                    byte_is_valid = (rx_byte >= 8'h30 && rx_byte <= 8'h39);   
                end
            end
            4'd4:  begin
                if (temp_buffer[23:16] == 8'h32 && temp_buffer[31:24] == 8'h35) begin   
                    byte_is_valid = (rx_byte >= 8'h30 && rx_byte <= 8'h35);   
                end else begin
                    byte_is_valid = (rx_byte >= 8'h30 && rx_byte <= 8'h39);   
                end
            end
            4'd5:  byte_is_valid = (rx_byte == 8'h2C);  
            4'd6:  byte_is_valid = (rx_byte == 8'h43);  
            4'd7:  byte_is_valid = (rx_byte >= 8'h30 && rx_byte <= 8'h32);  
            4'd8:  begin
                if (temp_buffer[63:56] == 8'h32) begin   
                    byte_is_valid = (rx_byte >= 8'h30 && rx_byte <= 8'h35);   
                end else begin
                    byte_is_valid = (rx_byte >= 8'h30 && rx_byte <= 8'h39);   
                end
            end
            4'd9:  begin
                if (temp_buffer[63:56] == 8'h32 && temp_buffer[71:64] == 8'h35) begin   
                    byte_is_valid = (rx_byte >= 8'h30 && rx_byte <= 8'h35);   
                end else begin
                    byte_is_valid = (rx_byte >= 8'h30 && rx_byte <= 8'h39);   
                end
            end
            4'd10: byte_is_valid = (rx_byte == 8'h2C);  
            4'd11: byte_is_valid = (rx_byte == 8'h56);  
            4'd12: byte_is_valid = (rx_byte >= 8'h30 && rx_byte <= 8'h32);  
            4'd13: begin
                if (temp_buffer[103:96] == 8'h32) begin   
                    byte_is_valid = (rx_byte >= 8'h30 && rx_byte <= 8'h35);   
                end else begin
                    byte_is_valid = (rx_byte >= 8'h30 && rx_byte <= 8'h39);   
                end
            end
            4'd14: begin
                if (temp_buffer[103:96] == 8'h32 && temp_buffer[111:104] == 8'h35) begin   
                    byte_is_valid = (rx_byte >= 8'h30 && rx_byte <= 8'h35);   
                end else begin
                    byte_is_valid = (rx_byte >= 8'h30 && rx_byte <= 8'h39);   
                end
            end
            4'd15: byte_is_valid = (rx_byte == 8'h7D);  
            default: byte_is_valid = 1'b0;
        endcase
    end
    always_ff @(posedge clk or negedge reset) begin
        if (!reset) begin
            current_state <= IDLE_WAIT_FOR_START;
            byte_index    <= '0;
            temp_buffer   <= '0;
            valid_msg     <= '0;
            msg_ready     <= 1'b0;
            shift_buff    <= 1'b0;
        end else begin
            msg_ready  <= 1'b0;  
            shift_buff <= 1'b0;
            if (rx_done) begin
                shift_buff <= 1'b1;  
                case (current_state)
                    IDLE_WAIT_FOR_START: begin
                        if (rx_byte == 8'h7B) begin  
                            temp_buffer[7:0] <= rx_byte;  
                            byte_index <= 4'd1;
                            current_state <= COLLECTING_BYTES;
                        end
                    end
                    COLLECTING_BYTES: begin
                        if (byte_is_valid) begin
                            case (byte_index)
                                4'd1:  temp_buffer[15:8]   <= rx_byte;
                                4'd2:  temp_buffer[23:16]  <= rx_byte;
                                4'd3:  temp_buffer[31:24]  <= rx_byte;
                                4'd4:  temp_buffer[39:32]  <= rx_byte;
                                4'd5:  temp_buffer[47:40]  <= rx_byte;
                                4'd6:  temp_buffer[55:48]  <= rx_byte;
                                4'd7:  temp_buffer[63:56]  <= rx_byte;
                                4'd8:  temp_buffer[71:64]  <= rx_byte;
                                4'd9:  temp_buffer[79:72]  <= rx_byte;
                                4'd10: temp_buffer[87:80]  <= rx_byte;
                                4'd11: temp_buffer[95:88]  <= rx_byte;
                                4'd12: temp_buffer[103:96] <= rx_byte;
                                4'd13: temp_buffer[111:104] <= rx_byte;
                                4'd14: temp_buffer[119:112] <= rx_byte;
                                4'd15: temp_buffer[127:120] <= rx_byte;
                            endcase
                            if (byte_index == 4'd15) begin
                                valid_msg <= {rx_byte, temp_buffer[119:0]};   
                                msg_ready <= 1'b1;
                                byte_index <= '0;
                                current_state <= IDLE_WAIT_FOR_START;   
                            end else begin
                                if (rx_done) begin
                                    byte_index <= byte_index + 1;
                                end
                            end
                        end else begin
                            if(!byte_is_valid) begin
                                current_state <= IDLE_WAIT_FOR_START;
                                byte_index <= '0;
                                temp_buffer <= '0;
                            end
                        end
                    end
                endcase
            end
        end
    end
endmodule
[flow/run.sh]
#!/bin/bash
# OpenROAD 26Q1-2900-gdf79404cd8, Yosys 0.63+post, stock flow scripts
make -C /OpenROAD-flow-scripts/flow DESIGN_CONFIG=/design/flow/config.mk WORK_HOME=/design/flow/orfs finish
[flow/config.mk]
export PLATFORM = sky130hd
export DESIGN_NAME = Buffer_Checker
export DESIGN_NICKNAME = Buffer_Checker
export VERILOG_FILES = /design/flow/design.v
export SDC_FILE = /design/flow/constraint.sdc
export NUM_CORES = 4
export LEC_CHECK = 1
export CORE_UTILIZATION = 30
[flow/constraint.sdc]
current_design Buffer_Checker

set clk_period 8.5
set clk_io_pct 0.2

create_clock -name clk0 -period $clk_period [get_ports {clk}]

set non_clock_inputs [all_inputs -no_clocks]
set_input_delay [expr $clk_period * $clk_io_pct] -clock clk0 $non_clock_inputs
set_output_delay [expr $clk_period * $clk_io_pct] -clock clk0 [all_outputs]
==> impl_metrics.env <==
# source this file to load flow results
export IMPL_yosys_top_cells_area="dfrtp_1, mux2_4, nand2_1"
export IMPL_period_needed_ns=5.19
export IMPL_syn_cell_area_sq_um=11000
export IMPL_antenna_found_initial=0
export IMPL_drv_cap=0
export IMPL_cts_setup_buffers=0
export IMPL_track_usage=0.153
export IMPL_fmax_ghz=0.193
export IMPL_grt_pass1_vias=7296
export IMPL_fp_dieH_microns=193
export IMPL_max_slew_margin_rel=0.309
export IMPL_drive_gt1_frac=0.181
export IMPL_fillerInstances=3361
export IMPL_fin_crit_sh=0.611
export IMPL_worstSetupStartpointType="primary input"
export IMPL_routed_wl_mm=27.6
export IMPL_p_per_area_nw_per_um2=184
export IMPL_p_comb_frac=0.043
export IMPL_die_w_microns=193
export IMPL_cts_root_buffer="clkbuf_16"
export IMPL_worstPathRequired_ns=8.91
export IMPL_swShare=0.220
export IMPL_cts_clk_slew_worst_paths_ns=0.06
export IMPL_io_pins=141
export IMPL_syn_avg_cell_area_sq_um=11.8
export IMPL_tritoncts="yes"
export IMPL_final_max_slew_violation_count=0
export IMPL_status="finished, final reports clean"
export IMPL_setup_tns_ns=0
export IMPL_n_antenna_cell=0
export IMPL_p_leak_nw=6.31
export IMPL_syn2layout_area_growth_pct=24.1
export IMPL_hold_viol_final=0
export IMPL_setup_violations=0
export IMPL_drc=0
export IMPL_drtIter0Drc=634
export IMPL_p_switching_mw=0.551
export IMPL_clock_sinks=255
export IMPL_worst_pin_slew_ns=1.03
export IMPL_p_int_mw=1.96
export IMPL_grt_setup_unrepaired="no"
export IMPL_place_area_sq_um=12700
export IMPL_cts_htree_levels=1
export IMPL_edf_count=0
export IMPL_yosys_cells=933
export IMPL_synth_most_common_cell="dfrtp_1"
export IMPL_yosys_area_sq_um=11000
export IMPL_path_class="in2reg"
export IMPL_endpoint_kind="flop"
export IMPL_yosysUniqueCellTypes=49
export IMPL_cts_resized=0
export IMPL_synth_warnings=1
export IMPL_stdcell_count=1530
export IMPL_place_inst=1485
export IMPL_crit_path_max_fanout=85
export IMPL_place_congestion=0.824
export IMPL_core_area_sq_um=35800
export IMPL_routedWlPerCell_microns=18.0
export IMPL_p_clk_frac=0.464
export IMPL_ant_nets=0
export IMPL_grt_ovfl_total=0
export IMPL_ys_seq_elements=255
export IMPL_cts_path_max_buffers=3
export IMPL_first_pass_iters=24
export IMPL_p_seq_frac=0.493
export IMPL_irDropWorstVdd_mv=0.128
export IMPL_fin_util=0.380
export IMPL_warnings=30
export IMPL_ctsHoldBuffers=0
export IMPL_vias=7416
export IMPL_yosys_top_cells_count="dfrtp_1, nand2_1, mux2_4, a21oi_1, o21ai_0"
export IMPL_async_reset_ff_frac=1.00
export IMPL_vias_per_cell=4.85
export IMPL_yosys_stat_seqShare=0.581
export IMPL_die_area_sq_um=37400
export IMPL_top_area_cell="dfrtp_1"
export IMPL_dp_hpwl_mm=17.9
export IMPL_port_buffers=140
export IMPL_arrival_ns=5.60
export IMPL_fin_skew_ns=0.00739
export IMPL_cts_buffers=26
export IMPL_initCoreUtil=0.307
export IMPL_top_area_frac=0.581
export IMPL_hold_path_class="reg2reg"
export IMPL_ys_flop_type="dfrtp_1"
export IMPL_design_area_sq_um=13600
export IMPL_grt_pass1_wl_mm=43.8
export IMPL_rows=69
export IMPL_grt_max_degree=124
export IMPL_syn_inst=933
export IMPL_insertion_delay_ns=0.52
[state kept, by name (all words and copies together), names as in the netlist]
signal	flops
byte_index	4
valid_msg	128
shift_buff	1
current_state	1
msg_ready	1
temp_buffer	120
[worst paths after layout]
| check | to | slack [ns] | cells past startpoint | startpoint |
|---|---|---|---|---|
| max | valid_msg[25] | 3.31 | 9 | rx_byte[0] |
| min | valid_msg[124] | 0.47 | 1 | valid_msg[124] |
| max reg2reg | valid_msg[25] | 4.16 | 11 | byte_index[0] |
| min reg2reg | valid_msg[124] | 0.47 | 1 | valid_msg[124] |
| max in group asynchronous | valid_msg[64] | 6.19 | 2 | reset |
| min in group asynchronous | valid_msg[125] | 1.14 | 1 | reset |
[power by group through the flow]
| stage | logic [mW] | registers [mW] | clock network (mW) |
|---|---|---|---|
| after global routing | 0.123 | 1.24 | 1.24 |
| after CTS | 0.109 | 1.24 | 1.19 |
| final | 0.109 | 1.24 | 1.16 |
[layer usage]
layer	vias up	GRT usage	wire [microns]
met3	32	0.0336	1500
li1	3472	-	-
met2	203	0.230	12700
met5	-	0	0
met1	3709	0.240	12900
met4	0	0.0234	452
[critical path, cell delays in order]
cell	delay [ns]
clkdlybuf4s50_1	0.96
a22o_1	0.44
o32a_1	0.28
a31o_1	0.21
nor4_4	0.62
o211ai_4	0.16
buf_12	0.30
buf_4	0.44
mux2_4	0.39
[cells by family after synthesis]
kind of cell | Yosys count | synth area share
buf+inv | 67 | 0.0351
fa+ha+maj | 4 | 0.00456
mux | 129 | 0.168
simple gates | 294 | 0.117
compound gates | 183 | 0.0934
flops | 255 | 0.581
xor+xnor | 1 | 0.000798
[per-stage QoR]
stage / setup WS, ns / hold slack [ns] / total power [mW]
finish: 3.31 / 0.466 / 2.51
global route: 3.16 / 0.482 / 2.60
CTS: 3.29 / 0.469 / 2.54
detailed placement: 2.75 / 0.451 / 1.37
global placement: 2.86 / 0.453 / 1.37
floorplan: 4.83 / 0.408 / 1.31
[area by class of cell]
cell class	instances	area (sq um)	area share
Inverter	4	15.0	0.00110
Multi-Input combinational cell	611	4240	0.311
Sequential cell	255	6380	0.468
Tap cell	461	577	0.0423
Clock buffer	38	797	0.0585
Clock inverter	7	87.6	0.00643
Timing Repair Buffer	154	1540	0.113
[placed cells by master, fill, tap and decap left out, types with 13 or more instances in the layout]
| cell | n |
|---|---|
| dfrtp_1 | 255 |
| clkbuf_16 | 27 |
| a21oi_1 | 83 |
| nand2_1 | 198 |
| o22ai_1 | 20 |
| nand3_1 | 13 |
| mux2_2 | 20 |
| o21ai_0 | 53 |
| nor2_1 | 40 |
| mux2_4 | 106 |
| clkdlybuf4s50_1 | 139 |
Power and IR drop assume default switching activity.
