--- /design/flow/design.v ---
module binary_to_bcd_16_bit (
  input  [15:0] binary_in,
  output [3:0] bcd_tens_thousands,
  output [3:0] bcd_thousands,
  output [3:0] bcd_hundreds,
  output [3:0] bcd_tens,
  output [3:0] bcd_ones
);
  reg [19:0] bcd_stage; 
  reg [15:0]  binary_stage;
  integer i;
  always @(*) begin
    bcd_stage    = 20'd0;
    binary_stage = binary_in;
    for (i = 0; i < 16; i = i + 1) begin
      if (bcd_stage[3:0] >= 5) begin
        bcd_stage[3:0] = bcd_stage[3:0] + 3;
      end
      if (bcd_stage[7:4] >= 5) begin
        bcd_stage[7:4] = bcd_stage[7:4] + 3;
      end
      if (bcd_stage[11:8] >= 5) begin
        bcd_stage[11:8] = bcd_stage[11:8] + 3;
      end
      if (bcd_stage[15:12] >= 5) begin
        bcd_stage[15:12] = bcd_stage[15:12] + 3;
      end
      if (bcd_stage[19:16] >= 5) begin
        bcd_stage[19:16] = bcd_stage[19:16] + 3;
      end
      bcd_stage = {bcd_stage[18:0], binary_stage[15]};
      binary_stage = {binary_stage[14:0], 1'b0};
    end
  end
  assign bcd_tens_thousands = bcd_stage [19:16];
  assign bcd_thousands      = bcd_stage [15:12];
  assign bcd_hundreds       = bcd_stage[11:8];
  assign bcd_tens           = bcd_stage[7:4];
  assign bcd_ones           = bcd_stage[3:0];
endmodule
--- /design/flow/config.mk ---
export PLATFORM = sky130hd
export DESIGN_NAME = binary_to_bcd_16_bit
export DESIGN_NICKNAME = binary_to_bcd_16_bit
export VERILOG_FILES = /design/flow/design.v
export SDC_FILE = /design/flow/constraint.sdc
export NUM_CORES = 4
export LEC_CHECK = 1
export CORE_UTILIZATION = 40
--- /design/flow/constraint.sdc ---
current_design binary_to_bcd_16_bit

set clk_period 25.4
set clk_io_pct 0.2

create_clock -name clk0 -period $clk_period

set non_clock_inputs [all_inputs -no_clocks]
set_input_delay [expr $clk_period * $clk_io_pct] -clock clk0 $non_clock_inputs
set_output_delay [expr $clk_period * $clk_io_pct] -clock clk0 [all_outputs]
--- /design/flow/run.sh ---
#!/bin/bash
# OpenROAD 26Q1-2900-gdf79404cd8, Yosys 0.63+post, stock flow scripts
make -C /OpenROAD-flow-scripts/flow DESIGN_CONFIG=/design/flow/config.mk WORK_HOME=/design/flow/orfs finish
==> Slide: Implementation Results <==
Implementation Results

Yosys
  • Mean Syn Cell Area: between 7 and 8 um2
  • Synth Instances: between 700 and 800
  • Yosys chip area: about 5300 um2
  • Synth warnings: 1
  • Number of unique standard cell types used by synthesis: approximately 120
  • Syn Std Cell Area: about 5300 um2
  • Post-synth seq share: 0%
  • Total cells reported by yosys after synthesis: 755

Critical path
  • Worst EP required: ~20 ns
  • Peak fanout along the critical path: 9
  • Category of the critical setup timing path: input port to output pin
  • Worst setup SP type: input port
  • Cell with the largest stage delay on the worst path: clkdlybuf4s50_1
  • Delay contributed by the slowest stage of the critical path: ~0.7 ns
  • CP Data Arrival Time: 18.68 ns
  • Critical Path Most Common Cell: ha_1
  • Nature of the critical path endpoint: output pin
  • Worst setup path startpoint: binary_in[13]

Global route
  • Overall fraction of global-route tracks in use: 17.8%
  • Vias in the first global route: 4833
  • First-pass GRT wire length: roughly 22000 um
  • Antenna violations before repair: 0
  • Maximum number of pins on one net before global-route repair: 21
  • Remaining global-route overflow: 0

Routing
  • Iteration-0 DRC Markers: approximately 470
  • Sum of met3 wire segment lengths after detailed routing: about 290 um
  • Via total after detailed routing: 5644
  • Drt pass-1 iters: 6
  • Residual antenna-violating net count after detailed routing: 0
  • Overall routed net length: about 12000 um
  • Met1 WL: between 6000 and 7000 um
  • DR vias/cell: a little over 6
  • Wirelength per Cell: around 13 um
  • DR WL met2: 5540 um
  • Antenna cell count: 0
  • Top routing layer used: met4
  • Post-detailed-route DRC marker count: 0

Cells and area
  • Layout clock buffers: 0
  • Layout area overhead: 7.15%
  • Seq cells: 0
  • Flop area: 0 um2
  • Total of fill cells in the finished design: approximately 1300
  • Ratio of cells with drive above 1 in the final layout: roughly an eighth
  • Final core utilization: 44.6%

STA
  • Highest Clock Rate: 42.1 MHz
  • Setup-failing EPs final: 0
  • Final TNS setup: 0 ns
  • Final worst path period need: roughly 24 ns
  • Final Hold Violating Endpoints: 0
  • Max-slew violation count: 0
  • Smallest hold slack: just over 10 ns
  • Setup repair after global routing missed its margin: no
  • Post-route clock period utilization: between 90% and 100%
  • Actual slew at the worst max-slew pin: between 0.7 and 0.8 ns
  • Slew margin rel.: ~48%
  • Setup slack of the critical path after layout: 1.64 ns

Floorplan
  • Row cnt: 41
  • Floorplan Core Area: between 10000 and 15000 um2
  • Count of pins on the block boundary: 36
  • Die width: around 120 um
  • Floorplan-stage core utilization: 41.6%
  • DIE AREA: 13800 um2
  • Die outline height: approximately 120 um

Clock network
  • Post-CTS resize count: 0
  • Hold bufs inserted after CTS: 0
  • Number of setup buffers added after CTS: 0

Placed design
  • Worst slack at placement: between 1.5 and 2 ns
  • HPWL after detailed placement: roughly 9600 um
  • Routability Congestion: approximately 0.9
  • Count of input and output buffers: 34

Job
  • Max Cap Viol: 0
  • OpenROAD warning count: 36

Outcome
  • Outcome: finished clean

Hold path
  • Hold WC Path Type: input port to output pin
  • Worst Min Path Start: binary_in[0]
  • Hold path depth: 0
==> cell usage after synthesis (all sizes together), types with 7 or more instances <==
cell type	count	area share [%]
nor2	67	5.1
nand2	62	4.5
a21oi	60	6.6
o21ai	54	5.3
nand3	36	3.7
nor3	35	3.6
inv	34	2.4
ha	28	6.6
clkbuf	22	1.5
xnor2	18	3.7
a31oi	15	2.3
mux2	15	3.4
mux2i	15	3.5
o211ai	15	2.6
buf	14	1.7
and2	13	1.6
nand2b	13	1.6
a211oi	12	2.0
a21o	11	1.5
or2	10	1.2
and3	8	1.0
nor2b	8	0.94
o21a	8	1.1
o31ai	8	1.2
a211o	7	1.1
a22oi	7	0.98
nand4	7	0.82
o221ai	7	1.4
o22ai	7	0.82
xor2	7	1.6
==> path summary, 6_finish.rpt <==
| kind | to | slack (ns) |
|---|---|---|
| worst min-delay path | bcd_ones[0] | 10.16 |
| worst max-delay path | bcd_tens_thousands[2] | 1.64 |
==> cells in the final DEF (no fill, tap or decap), types with 8 or more instances in the layout <==
cell / count
and2_1: 11
a21oi_2: 8
a21oi_1: 50
a21o_1: 11
nor2_1: 63
nand3_1: 34
nor2b_1: 8
o21ai_0: 38
mux2i_1: 12
o21a_1: 8
nand2_1: 60
clkdlybuf4s50_1: 34
xnor2_1: 14
nand2b_1: 12
nor3_1: 33
o211ai_1: 12
inv_1: 30
o21ai_1: 15
a211oi_1: 10
ha_1: 28
a31oi_1: 12
mux2_2: 8
==> metrics by stage <==
stage / std cells / cell area (um2)
after floorplan: 755 / 5340
after global placement: 925 / 5720
after detailed placement: 925 / 5720
after CTS: 925 / 5720
after global routing: 925 / 5720
final: 925 / 5720
==> cell type report <==
type / count / area [um2] / share of cell area (%)
Tap cell: 172 / 215 / 3.76
Multi-Input combinational cell: 681 / 5010 / 87.6
Inverter: 37 / 144 / 2.52
Timing Repair Buffer: 35 / 348 / 6.08
==> kinds of logic (layout without fill, tap and decap cells) <==
group / after synthesis / in the layout / share of synthesized area (%)
AND-OR/OR-AND: 302 / 302 / 45.1
multiplexers: 30 / 30 / 6.96
AND/OR/NAND/NOR: 292 / 292 / 28.9
XOR/XNOR: 26 / 26 / 5.72
adder cells (fa/ha/maj): 31 / 31 / 7.15
buffers and inverters: 74 / 72 / 6.10
==> worst max-delay path: cells and delay by family <==
kind                       cells  cell delay [ns]
AOI/OAI and AO/OA             19             4.09
xor gates and xnor gates       4             1.30
adders and majority gates     11             2.82
buffers and inverters          7             1.57
muxes                          2             0.65
and+or+nand+nor               16             3.18
==> metal layers <==
metal | track usage, % | up-vias
met1 | 27.3 | 2580
met5 | 0 | -
met3 | 0.0988 | 10
met2 | 29.3 | 118
li1 | - | 2936
met4 | 1.12 | 0
