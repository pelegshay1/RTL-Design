[design.v]
`timescale 1ns / 1ps
module uart_parser (
    input  logic         clk,
    input  logic         reset,          
    input  logic [127:0] valid_msg,      
    input  logic         msg_ready,      
    output logic [23:0]  pixel_data_packet,  
    output logic         msg_ready_out       
);
    logic [7:0] row_bin, col_bin, val_bin;
    always_ff @(posedge clk or negedge reset) begin
        if (!reset) begin
            row_bin <= '0;
            col_bin <= '0;
            val_bin <= '0;
            pixel_data_packet <= '0;
            msg_ready_out     <= 1'b0;
        end else begin
            msg_ready_out <= 1'b0;  
            if (msg_ready) begin
                row_bin = ( (valid_msg[23:16] - 8'h30) * 100 ) + 
                          ( (valid_msg[31:24]  - 8'h30) * 10  ) + 
                          ( (valid_msg[39:32]   - 8'h30)       );
                col_bin = ( (valid_msg[63:56] - 8'h30) * 100 ) + 
                          ( (valid_msg[71:64] - 8'h30) * 10  ) + 
                          ( (valid_msg[79:72] - 8'h30)       );
                val_bin = ( (valid_msg[103:96] - 8'h30) * 100 ) + 
                          ( (valid_msg[111:104] - 8'h30) * 10  ) + 
                          ( (valid_msg[119:112]  - 8'h30)       );
                pixel_data_packet <= {row_bin, col_bin, val_bin};
                msg_ready_out     <= 1'b1;
            end
        end
    end
endmodule
[run.sh]
#!/bin/bash
# OpenROAD 26Q1-2900-gdf79404cd8, Yosys 0.63+post, stock flow scripts
make -C /OpenROAD-flow-scripts/flow DESIGN_CONFIG=/design/flow/config.mk WORK_HOME=/design/flow/orfs finish
[config.mk]
export PLATFORM = sky130hd
export DESIGN_NAME = uart_parser
export DESIGN_NICKNAME = uart_parser
export VERILOG_FILES = /design/flow/design.v
export SDC_FILE = /design/flow/constraint.sdc
export NUM_CORES = 4
export LEC_CHECK = 1
export CORE_UTILIZATION = 50
[constraint.sdc]
current_design uart_parser

set clk_period 1.1
set clk_io_pct 0.2

create_clock -name clk0 -period $clk_period [get_ports {clk}]

set non_clock_inputs [all_inputs -no_clocks]
set_input_delay [expr $clk_period * $clk_io_pct] -clock clk0 $non_clock_inputs
set_output_delay [expr $clk_period * $clk_io_pct] -clock clk0 [all_outputs]
==> results_dict.tcl <==
# collected from the flow reports
set metrics [dict create \
    postSynthSeqShare_pct 21.8 \
    power_switching_mw 3.02 \
    cts_hold_buf 0 \
    dp_worst_setup_slack_ns -2.50 \
    holdCritPathClass "primary input to async pin" \
    critical_path.reg2reg.endpoint "pixel_data_packet[12]$_DFFE_PN0P_" \
    final_hold_violation_count 0 \
    combGateArea_mm2 0.00292 \
    layout.core_utilization_pct 94.5 \
    max_freq_ghz 0.344 \
    criticalPathCategory "primary input to register" \
    net_sw_share_pct 35.0 \
    critical_path.reg2reg.startpoint "pixel_data_packet[12]$_DFFE_PN0P_" \
    setup.worst_path.end "pixel_data_packet[23]$_DFFE_PN0P_" \
    log.warning_count 95 \
    globalRouteTotalUtil_pct 30.6 \
    synthesis.area_mm2 0.00287 \
    clk_path_buf_depth 2 \
    floorplan.die_area_mm2 0.00605 \
    crit_arrival_ns 3.12 \
    portBuffers 90 \
    clkSlewWorstSetupHoldPaths_ns 0.09 \
    gp_routability_congestion 0.854 \
    finalClockPeriodUsage_pct 265 \
    mean_area_per_synthesized_cell_um2 11.8 \
    power_leakage_nw 2.32 \
    number_of_antenna_violations_at_the_first_check_in_global_routing 0 \
    fin_area_mm2 0.00520 \
    initialDrtViolationCount 74 \
    pin_count 156 \
    floorplan.die.height_um 77.8 \
    core_region_mm2 0.00551 \
    rsz0062_at_grt "yes" \
    synth.yosys.num_cells 243 \
    diode_count 0 \
    number_of_vias_per_cell 5.23 \
    netlist.top_cell.by_area "ha_1" \
    max_transition_margin_pct 76.9 \
    dominantRegCellSynth "dfrtp_1" \
    finalMaxSlewViolations 0 \
    wire_per_inst_um 20.7 \
    cp-end-kind "register" \
    max_clock_skew_ns 0 \
    worst_hold_slack_ns 0.317 \
    worstSkewPairLatency_ns 0.26 \
    result_of_the_run "finished, violations left" \
    final_layout_size_suffix_gt1_share_pct 52.0 \
    via_count 2429 \
    cap_viol_max_count 0 \
    reg2reg_setup_slack_ns 0 \
    post_synthesis_register_bit_count 25 \
    synthMostInstantiatedCell "ha_1" \
    htree_levels 1 \
    synth.yosys.warnings 1 \
    min_period_ns 2.91 \
    chipWidth_um 77.8 \
    power.share.clock_pct 6.3 \
    power_report.internal_total_mw 5.61 \
    ant_nets 0 \
    setup_viol_count_final 19 \
    via_count_of_the_first_global_routing_pass 2599 \
    root_buffer "clkbuf_8" \
    syn-instance-count 243 \
    routed_wl_um 9620 \
    critical_path_fanouts_max 2 \
    dp_hpwl_um 4970 \
    critical_path_required_ns 1.31 \
    ff2ff_path_depth 3 \
    comb_power_share_pct 76.5 \
    power_per_cell_area_mw_per_mm2 1660 \
    tightest_slew_ns 0.345 \
    setup.worst_path.start_class "primary input" \
    fp_util_pct 52.1 \
    ys_async_sr_fraction_pct 100 \
    finalWorstSetupSlack_ns -1.81 \
    failing_checks "negative setup slack" \
    detail_route.drc_violations 0 \
    tritoncts "done" \
    areaGrowthSynthToFinish_pct 81.3 \
    netlist.area_leader.share_pct 28.8 \
    firstDrtPassIters 5 \
    critical_path.startpoint "valid_msg[27]" \
    cts_buffers 3 \
    finalSetupTns_ns -19.60 \
    dpl_cell_area_mm2 0.00446 \
    number_of_enable_flip_flop_cells 0 \
    top_cells_by_count_synth "66 x ha_1, 42 x xnor2_1, 29 x inv_1, 25 x dfrtp_1, 21 x fa_1" \
    unique_cell_types 13 \
    placementRows 27 \
    seq_area_um2 626 \
    yosys_area_mm2 0.00287 \
    synth.area.top_cells "ha_1 29%, dfrtp_1 22%, fa_1 15%, xnor2_1 13%, mux2_2 7.1%" \
    global_route_wire_length_before_repair_um 13200 \
    power.share.sequential_pct 17.2 \
    fill_cells 160 \
    grt_start_max_net_pins 26 \
    vdd_ir_drop_max_mv 1.12 \
    grt.overflow.total 0 \
    clock-sinks 25 \
]
registers in the layout, indices dropped and copies added (netlist names):
name,flops
msg_ready_out,1
pixel_data_packet,24
repair_timing:
| action | CTS | global route |
|---|---|---|
| resized | 255 | 35 |
| buffers inserted | 15 | 10 |
| pin swaps | 76 | 30 |
| gates cloned | 1 | 0 |
| endpoints found under the setup margin | 49 | 33 |
power by group through the flow:
| stage | clock [mW] | sequential, mW | combinational, mW |
|---|---|---|---|
| 4_1_cts | 0.564 | 1.44 | 5.94 |
| 5_1_grt | 0.595 | 1.51 | 7.10 |
| 6_report | 0.546 | 1.48 | 6.60 |
metrics by stage:
stage | cells | power, mW
floorplan | 243 | 4.59
CTS | 455 | 7.94
global placement | 437 | 6.32
finish | 464 | 8.63
detailed placement | 437 | 6.42
global route | 464 | 9.21
logic make-up after synthesis:
logic type / synth area share (%)
AND-OR/OR-AND: 4.97
XOR/XNOR: 17.8
adder cells (fa/ha/maj): 43.4
buffers and inverters: 4.18
flip-flops: 21.8
multiplexers: 7.06
AND/OR/NAND/NOR: 0.785
metal layers:
layer	global-route usage, %	wire length [um]	vias up	share of wire [%]
met2	46.1	4280	101	44
met1	46.2	4390	1206	46
met4	0.566	26	0	0.27
li1	-	-	1118	-
met5	0	0	-	0
met3	11.9	925	4	9.6
worst max-delay path: stages:
cell and delay (ns):
buf_8 0.10, ha_4 0.23, ha_4 0.16, fa_1 0.52, inv_2 0.06, fa_2 0.53
inv_2 0.05, ha_4 0.26, ha_4 0.19, a21o_1 0.16, a21oi_2 0.12, xnor2_1 0.13
xnor3_1 0.25, a21oi_2 0.12
worst min-delay path by stage:
stage         slack, ns                                end  depth (start not counted)  startpoint
CTS                0.30  pixel_data_packet[17]$_DFFE_PN0P_                          2       reset
finish             0.32  pixel_data_packet[17]$_DFFE_PN0P_                          2       reset
global route       0.32  pixel_data_packet[17]$_DFFE_PN0P_                          2       reset
layout make-up:
| cell class | count | area share [%] |
|---|---|---|
| clock buffer | 3 | 0.793 |
| clock inverter | 1 | 0.144 |
| inverter | 29 | 2.14 |
| multi-input combinational | 186 | 56.0 |
| sequential | 25 | 12.0 |
| tap | 72 | 1.73 |
| timing repair buffer | 148 | 27.1 |
layout by cell type, fill, tap and decap left out, drive strengths merged:
cell / instances
a21o: 9
a21oi: 15
buf: 78
bufbuf: 1
clkbuf: 13
clkdlybuf4s15: 21
clkdlybuf4s50: 31
clkinvlp: 1
dfrtp: 25
dlygate4sd2: 7
fa: 21
ha: 66
inv: 29
mux2: 18
nor2: 6
xnor2: 45
xnor3: 3
xor2: 3
No activity file was given, so power comes from the tool's default toggle rates.
